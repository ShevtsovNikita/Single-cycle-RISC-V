==> flow/config.mk <==
export PLATFORM = sky130hd
export DESIGN_NAME = PS2_controller
export DESIGN_NICKNAME = PS2_controller
export VERILOG_FILES = /design/flow/design.v
export SDC_FILE = /design/flow/constraint.sdc
export NUM_CORES = 4
export LEC_CHECK = 1
export CORE_AREA = 10 10 84 84
export DIE_AREA = 0 0 94 94
==> flow/constraint.sdc <==
current_design PS2_controller

set clk_period 1.4
set clk_io_pct 0.2

create_clock -name clk0 -period $clk_period [get_ports {PS2_CLK}]

set non_clock_inputs [all_inputs -no_clocks]
set_input_delay [expr $clk_period * $clk_io_pct] -clock clk0 $non_clock_inputs
set_output_delay [expr $clk_period * $clk_io_pct] -clock clk0 [all_outputs]
==> flow/run.sh <==
#!/bin/bash
# OpenROAD 26Q1-2900-gdf79404cd8, Yosys 0.63+post, stock flow scripts
make -C /OpenROAD-flow-scripts/flow DESIGN_CONFIG=/design/flow/config.mk WORK_HOME=/design/flow/orfs finish
==> flow/design.v <==
module PS2_controller(
	input  logic        CLK100MHZ,
	input  logic        [9:0] SW,
	input  logic        PS2_DATA,
	input  logic        PS2_CLK,
	output logic [7:0]  key_data
);
typedef enum logic [1:0] {IDLE = 2'b00,
                          RECIEVE_DATA = 2'b01,
                          CHECK = 2'b10} statetype;
statetype state;
logic [8:0] shift_reg;
logic [3:0] count_bit;
logic areset, valid_data;
assign areset = SW[0];
assign key_data = shift_reg[7:0];
initial
begin
  count_bit = 4'b0;
  state = IDLE;
  shift_reg = 9'b0;
end
always @(posedge PS2_CLK)
begin
  if(areset)
  begin
    valid_data <= 1'b0;
    count_bit <= 4'b0;
    shift_reg <= 9'b0;
  end
  else
    begin
      if(PS2_DATA && ~(^shift_reg[7:1]) == shift_reg[8] && state == CHECK)
        valid_data <= 1'b1;
      else 
		  valid_data <= 1'b0;
      if(state == RECIEVE_DATA)
        begin
          count_bit <= count_bit + 1;
          shift_reg <= {PS2_DATA, shift_reg[8:1]};
        end
        else begin
          count_bit <= 4'b0; 
        end
    end
end 
always @(posedge PS2_CLK)
begin
  if(areset)
    state <= IDLE;
  else
    case(state)
    IDLE: 
      if(!PS2_DATA)
        state = RECIEVE_DATA;
    RECIEVE_DATA:
      if(count_bit == 8)
        state = CHECK;
    CHECK: 
	   if(PS2_DATA)
		  begin
            state = IDLE;
		  end
    default: state = IDLE;
    endcase
end
endmodule 
==> GITHUB_STEP_SUMMARY <==
## PnR job results

| Metric | Value |
|---|---|
| Main area contributors | `dfxtp_1, buf_4, a21oi_2` |
| P&R area growth vs syn | `26.58%` |
| Worst Max-Slew Pin Slew | `190.4 ps` |
| Adder Area Share | `3.717%` |
| Crit path buf inv count | `1` |
| Fin crit share | `96.32%` |
| Sequential share of power | `52.3%` |
| Mapped Cells | `72` |
| Post-Synth AOI/OAI Area | `14.31%` |
| Initial antenna violation count | `0` |
| CTS sink cnt | `15` |
| Number of flops mapped to enable cells by yosys | `0` |
| Number of flip-flops under the largest register name | `9` |
| DRC | `0` |
| Internal | `0.0006598 W` |
| Startpoint types | `flip-flop` |
| Net Switching | `0.0001852 W` |
| Max VDD drop | `450.7 uV` |
| RSZ-0062 raised after global routing | `false` |
| Min-Delay Path Depth | `2` |
| Ys flops | `15` |
| Post-CTS setup buffers | `0` |
| Fmax | `741.6 MHz` |
| Mux share | `0%` |
| Tool warning count | `36` |
| Worst reg-to-reg path cell count | `5` |
| Gr ovfl total | `0` |
| 1st-pass router iterations | `4` |
| Core footprint | `0.005205 mm2` |
| Die y size | `94 um` |
| Total die size | `0.008836 mm2` |
| Worst-Skew Late Latency | `240 ps` |
| Pwr dens | `991.6 mW/mm2` |
| Clock buffer depth | `2` |
| CP Class | `flip-flop to primary output` |
| Dpl hpwl | `942 um` |
| Outcome | `finished clean` |
| Endpoint type of the worst setup path | `primary output` |
| Die X | `94 um` |
| Gr usage total | `2.918%` |
| Endpoints failing setup | `0` |
| Via density | `3.074` |
| Setup TNS | `0 ps` |
| Post-route minimum period | `1348 ps` |
| Slowest cell on the critical path | `clkdlybuf4s50_1` |
| Max_slew headroom | `87.29%` |
| Main logic family | `simple AND/OR/NAND/NOR gates` |
| Synthesized area | `673.1 um2` |
| Power share of the clock group | `40.6%` |
| Cell taking the most area after synthesis | `dfxtp_1` |
| Final wirelength | `1263 um` |
| Post-synth ARST share | `0%` |
| Root buf cell | `clkbuf_8` |
| Critical path's top delay family | `buffers and inverters` |
| Basic Gates by Area | `21.38%` |
| Cell Type Count | `17` |
| XOR-XNOR Cells, Area Fraction | `2.602%` |
| Vias post-DR | `455` |
| H-tree levels | `1` |
| Largest net degree at the start of global routing | `15` |
| Final Hold Viols | `0` |
| Hold Path Origin | `shift_reg[8]` |
| Row count | `26` |
| Gpl congestion | `0.7130` |
| Hold EP | `shift_reg[7]` |
| Crit path largest cell delay | `480 ps` |
| Synth cell count leaders | `nand2_1, dfxtp_1, buf_4` |
| Cell with the most instances after synthesis | `nand2_1` |
| First-pass GRT wire length | `2056 um` |
| Detail Route Antenna Nets | `0` |
| YS chip area | `673.1 um2` |
| P_leak | `0.2586 nW` |
| Power Total | `0.0008449 W` |
| Crit path cell chain | `clkdlybuf4s50_1` |
| Yosys warns | `1` |
| Max Slew Vio Count | `0` |
| CTS tree | `done` |
| Ys flop type | `dfxtp_1` |
| CTS Hold Bufs | `0` |
| Io pins | `21` |
| Path length in cells of the critical path | `1` |
| Worst reg2reg endpoint | `state[0]` |
| Area share, top type | `44.61%` |
| Layout cells sized above 1 | `29.49%` |
| Fp util | `12.93%` |
| CTS Buf Count | `3` |
| Yosys cell count | `72` |
| Reg2Reg Setup Slack | `370 ps` |
| Port bufs | `10` |
| Vias in the first global route | `422` |
| Max_cap viols | `0` |
| Hold Path Class | `flip-flop to flip-flop` |
| Seq share, synth | `44.61%` |
| Logic pwr share | `7.1%` |
| Clock slew at reported path FFs | `60 ps` |
| R2r startpoint | `count_bit[0]` |
| Routed WL per cell | `8.534 um` |
| Clk_skew | `0.8601 ps` |
| WP data arrival | `1070 ps` |
| Worst EP required | `1120 ps` |
| Worst Setup SP | `shift_reg[3]` |
| Avg Inst Size Synth | `9.349 um2` |
| DRC violation total after the first TritonRoute iteration | `52` |
| # diodes | `0` |
| Sw frac | `21.91%` |
| Crit-path max FO | `3` |
-- layer usage --
metal / share of wire, % / up-vias / global-route usage (%) / wire length [um]
met2: 41 / 10 / 3.802 / 513
met4: 0 / 0 / 0.1266 / 0
li1: - / 239 / - / -
met5: 0 / - / 0 / 0
met1: 50 / 206 / 4.116 / 632
met3: 9.3 / 0 / 1.858 / 117
-- timing repair --
action / in CTS / in global routing
hold endpoints to repair: 0 / 0
endpoints found under the setup margin: 0 / 5
gates resized: 0 / 5
-- kinds of logic after synthesis --
kind of cell             count (synthesis)
AND-OR/OR-AND                           11
adder cells (fa/ha/maj)                  2
XOR/XNOR                                 2
AND/OR/NAND/NOR                         29
buffers and inverters                   13
flip-flops                              15
-- worst max path at each step --
stage              to  slack [ps]
4_1_cts   key_data[2]          20
5_1_grt   key_data[3]           4
6_report  key_data[3]          50
-- metrics by stage --
| stage | utilization, % | hold WS (ps) | std cells | cell area, um2 | setup WS (ps) |
|---|---|---|---|---|---|
| after detailed placement | 15.38 | 456.1 | 144 | 800.8 | 168.3 |
| final | 16.37 | 456.4 | 148 | 852.1 | 51.57 |
| after floorplan | - | 350.7 | 72 | 673.1 | 475.9 |
| after global placement | 15.38 | 457.0 | 144 | 800.8 | 187.7 |
| after global routing | 16.37 | 484.8 | 148 | 852.1 | 4.180 |
| after CTS | 16.25 | 463.1 | 148 | 845.8 | 18.38 |
-- placed cells by master, fill, tap and decap left out, drive strengths merged, types with 2 or more instances in the layout --
cell type and instances:
clkdlybuf4s50 10, nor3 4, dfxtp 15, buf 3, ha 2, inv 2, clkbuf 4, a21oi 10
nand3b 2, nand2 18
-- power by group through the flow --
stage	combinational, W	clock, W	sequential, W
CTS	0.0000613	0.000352	0.000442
global route	0.0000669	0.000375	0.000443
finish	0.0000597	0.000343	0.000442
-- area by class of cell --
cell class,count,area (um2)
Clock buffer,4,45.04
Fill cell,596,4353
Inverter,2,7.507
Multi-Input combinational cell,44,282.8
Sequential cell,15,306.5
Tap cell,70,87.58
Timing Repair Buffer,13,122.6
Power and IR drop assume default switching activity.
