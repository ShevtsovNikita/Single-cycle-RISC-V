[design/flow/config.mk]
export PLATFORM = sky130hd
export DESIGN_NAME = Turn_HEX
export DESIGN_NICKNAME = Turn_HEX
export VERILOG_FILES = /design/flow/design.v
export SDC_FILE = /design/flow/constraint.sdc
export NUM_CORES = 4
export LEC_CHECK = 1
export CORE_AREA = 10 10 89 89
export DIE_AREA = 0 0 99 99
[design/flow/constraint.sdc]
current_design Turn_HEX

set clk_period 2.0
set clk_io_pct 0.2

create_clock -name clk0 -period $clk_period [get_ports {CLK100MHZ}]

set non_clock_inputs [all_inputs -no_clocks]
set_input_delay [expr $clk_period * $clk_io_pct] -clock clk0 $non_clock_inputs
set_output_delay [expr $clk_period * $clk_io_pct] -clock clk0 [all_outputs]
[design/flow/design.v]
module Turn_HEX(
  input  logic       CLK100MHZ,
  input  logic [7:0] data,
  output logic [7:0] HEX,
  output logic [7:0] AN
    );
logic [7:0] buffer_1, buffer_0;
logic [31:0] count;
logic [1:0] shift_reg;
assign AN = {6'b111111, ~shift_reg};
initial
begin
  HEX = 8'b11111111;
  shift_reg = 2'b01;
  count = 32'b0;
end
always @(posedge CLK100MHZ)
begin
  count <= count + 32'b1;
end
wire enable = (count [12:0] == 13'b0);
always @(posedge CLK100MHZ)
begin
  if (enable)
    shift_reg <= ~shift_reg;
  case(shift_reg)
  2'b01: HEX = buffer_0;
  2'b10: HEX = buffer_1;
  default: HEX = 8'b11111111;
  endcase
  count = count + 1;
end
always_comb
begin
  case(data[7:4])
    4'b0000: buffer_1 <= 8'b11000000;   
    4'b0001: buffer_1 <= 8'b11111001;   
    4'b0010: buffer_1 <= 8'b10100100;   
    4'b0011: buffer_1 <= 8'b10110000;   
    4'b0100: buffer_1 <= 8'b10011001;   
    4'b0101: buffer_1 <= 8'b10010010;   
    4'b0110: buffer_1 <= 8'b10000010;   
    4'b0111: buffer_1 <= 8'b11111000;   
    4'b1000: buffer_1 <= 8'b10000000;   
    4'b1001: buffer_1 <= 8'b10010000;   
    4'b1010: buffer_1 <= 8'b10001000;   
    4'b1011: buffer_1 <= 8'b10000011;   
    4'b1100: buffer_1 <= 8'b11000110;   
    4'b1101: buffer_1 <= 8'b10100001;   
    4'b1110: buffer_1 <= 8'b10000110;   
    4'b1111: buffer_1 <= 8'b10001110;   
  endcase
  case(data[3:0])
    4'b0000: buffer_0 <= 8'b11000000;   
    4'b0001: buffer_0 <= 8'b11111001;   
    4'b0010: buffer_0 <= 8'b10100100;   
    4'b0011: buffer_0 <= 8'b10110000;   
    4'b0100: buffer_0 <= 8'b10011001;   
    4'b0101: buffer_0 <= 8'b10010010;   
    4'b0110: buffer_0 <= 8'b10000010;   
    4'b0111: buffer_0 <= 8'b11111000;   
    4'b1000: buffer_0 <= 8'b10000000;   
    4'b1001: buffer_0 <= 8'b10010000;   
    4'b1010: buffer_0 <= 8'b10001000;   
    4'b1011: buffer_0 <= 8'b10000011;   
    4'b1100: buffer_0 <= 8'b11000110;   
    4'b1101: buffer_0 <= 8'b10100001;   
    4'b1110: buffer_0 <= 8'b10000110;   
    4'b1111: buffer_0 <= 8'b10001110;   
  endcase
end
endmodule
[design/flow/run.sh]
#!/bin/bash
# OpenROAD 26Q1-2900-gdf79404cd8, Yosys 0.63+post, stock flow scripts
make -C /OpenROAD-flow-scripts/flow DESIGN_CONFIG=/design/flow/config.mk WORK_HOME=/design/flow/orfs finish
==> Table 3: Implementation characteristics <==
Physical implementation characteristics

Parameter                              Value

Logic synthesis
  Chip area in the Yosys report    1400 sq um
  Portion of the post-synthesis area used by sequential elements    33.0%
  Number of instances in the synthesized netlist    150
  EDFF count, synth    2
  Async set-or-reset flop fraction in the synthesized netlist    0%
  Syn Std Cell Area    1400 sq um
  Dominant synthesized flop cell    dfxtp_1
  Mean post-synth cell area    9.30 sq um
  Count of instantiated cells in the yosys netlist    150
  Number of distinct library cells after synthesis    36
  Flip-flop and latch count after synthesis    22
  Yosys synthesis warning count    33

Final timing
  Number of pins exceeding their max-slew limit in the final report    0
  Period utilisation layout    90.7%
  Post-route setup TNS    0 ps
  Achievable Freq    551 MHz
  Time the worst path needs with I/O delays and setup    1810 ps
  Number of endpoints with negative hold slack in the final report    0
  Layout Skew    5.27 ps
  Setup violation total in the final timing report    0
  Unrepaired setup endpoints after global routing    no
  Post-route setup slack    185 ps

Run
  OpenROAD warning count    39
  Maximum capacitance violations    0

Drt
  Final ANT Viol Nets    0
  Final wirelength    2680 um
  Remaining routing DRC violations    0
  Via density per instance    4.09
  Starting DRT DRC Count    92
  Count of TritonRoute iterations in the first routing pass    3
  Wire length per cell after detailed routing    10.4 um
  Via count    1050
  Count of inserted antenna diode cells    0

Global routing
  Via count of the first global-routing pass    1014
  Number of antenna violations at the first check in global routing    0
  Most used routing layer in global routing    met1
  GRT Util Overall    5.45%
  Fraction of met3 tracks used by global routing    0.916%
  Met2 layer usage reported by global route    7.87%
  Largest net degree at the start of global routing    13
  Global-route wire length before repair    4700 um
  Congestion Overflow GR    0
  GR Util met1    8.34%

Clock network
  Bufs on Longest Clock Path    2
  Number of buffers created by CTS    3
  Cell resize tally after clock tree synthesis    0
  Clock-pin slew on the worst setup and hold paths    80 ps
  Hold buffer count at cts    0
  Latest clock arrival within the worst-skew pair    250 ps
  Post-CTS setup buffers    0
  Clock tree from TritonCTS    done
  Clock sink count    22
  Root buffer cell    clkbuf_8
  Clock H-tree levels    1

Layout
  Post-synthesis to final-layout area growth    27.0%
  Most common logic cell in the routed design    dfxtp_1
  Fraction of layout instances using a drive strength above 1    12.6%
  Top library cells by usage in the layout, fill and taps aside    dfxtp_1 (20), ha_1 (18), clkdlybuf4s50_1 (17), buf_4 (17), nand2_1 (11)
  Max reg flops    13

Critical path
  Launch point of the critical path    data[4]
  CP Data Arrival Time    1960 ps
  Critical R2R Launch    count[0]
  Maximum net fanout on the critical path    3
  Required @ worst endpoint    2150 ps
  Crit start category    input pin
  Type of the worst setup path    input pin to register
  Nature of the critical path endpoint    register

Power
  Switching power summed over all nets    0.000188 W
  Static Leakage    0.761 nW
  Worst ir drop on vdd    205 uV
  Power per cell area    473 nW/um^2
  Clock network power share    31.7%
  Internal power component    0.000651 W
  Switch share    22.4%
  Combinational Power Share    15.3%
  Share of power burned in registers    53.0%

Placed design
  Port buffer count    17
  Final RePlAce weighted congestion    0.854
  Post-detail-place hpwl    2220 um
  Placement Setup Slack    -97.2 ps

Run status
  Outcome    complete, no violations

Hold path
  Min-delay src    count[0]
  Min-delay worst type    register to register

Floorplanning
  Vertical die dimension    99 um
  Top-level I/O count    25
  Core Region    5990 sq um
  Std-Cell Rows    28
  Chip Footprint    9800 sq um
  Die width    99 um
  Core utilization before placement    23.3%
final timing paths:
check	to	slack, ps	cells after the start
setup reg to reg	shift_reg[1]	670	4
setup / recovery	HEX[1]	190	7
hold / removal	count[0]	440	1
hold reg to reg	count[0]	440	1
layer usage:
metal / part of all wire (%) / wire, um
met1: 54 / 1450
met2: 41 / 1100
met3: 3.5 / 94
met4: 1.1 / 29
met5: 0 / 0
cell usage after synthesis, types with 2 or more instances:
cell	number	area, sq um
a21oi_1	2	10.0
a221o_1	6	60.1
a22o_1	2	17.5
and2b_1	2	15.0
and3_1	2	12.5
buf_4	8	60.1
clkbuf_1	2	7.51
dfxtp_1	20	400
edfxtp_1	2	60.1
ha_1	18	225
inv_1	9	33.8
mux2_2	3	33.8
mux2i_1	5	50.1
nand2_1	11	41.3
nand2b_1	2	12.5
nand3_1	3	15.0
nor2_1	9	33.8
nor2b_1	3	18.8
nor4_1	2	12.5
o211ai_1	3	22.5
o21ai_0	10	50.1
o31ai_1	2	15.0
xnor2_1	8	70.1
xor2_1	4	35.0
critical path, stage by stage:
cell,delay (ps)
clkdlybuf4s50_1,500
inv_1,80
ha_1,310
and2b_1,160
o21ai_0,120
o21ai_0,100
a221o_1,290
power by group through the flow:
stage | registers (W) | logic (W) | clock network, W
5_1_grt | 0.000444 | 0.000145 | 0.000298
4_1_cts | 0.000444 | 0.000130 | 0.000276
6_report | 0.000444 | 0.000128 | 0.000266
stage by stage:
step	hold WS, ps	utilization, %	area, sq um	std cells	total power [W]
after floorplan	402	-	1420	156	0.000531
after global placement	422	28.8	1730	253	0.000585
after detailed placement	429	28.8	1730	253	0.000585
after CTS	448	29.6	1770	257	0.000851
after global routing	479	29.6	1770	257	0.000888
final	441	29.6	1770	257	0.000838
area by class of cell:
class | instances | area (sq um)
Fill cell | 593 | 4220
Clock buffer | 3 | 41.3
Multi-Input combinational cell | 113 | 841
Timing Repair Buffer | 34 | 298
Tap cell | 75 | 93.8
Clock inverter | 1 | 3.75
Inverter | 9 | 33.8
Sequential cell | 22 | 460
cell families (layout without fill, tap and decap cells):
logic type	Yosys count	after routing	synth area share [%]
mux	8	8	6.01
fa+ha+maj	18	18	16.1
buf+inv	21	47	8.34
compound gates	27	27	13.6
other cells	1	7	0.269
flops	22	22	33.0
xor+xnor	12	12	7.53
simple gates	41	41	15.1
Power figures rest on the tool's default switching activity, not on a simulated workload.
